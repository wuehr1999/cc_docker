File: design/flow/config.mk
export PLATFORM = sky130hd
export DESIGN_NAME = blink
export DESIGN_NICKNAME = blink
export VERILOG_FILES = /design/flow/design.v
export SDC_FILE = /design/flow/constraint.sdc
export NUM_CORES = 4
export LEC_CHECK = 1
export CORE_AREA = 10 10 95 95
export DIE_AREA = 0 0 105 105
File: design/flow/constraint.sdc
current_design blink

set clk_period 5.6
set clk_io_pct 0.2

create_clock -name clk0 -period $clk_period [get_ports {clk}]

set non_clock_inputs [all_inputs -no_clocks]
set_input_delay [expr $clk_period * $clk_io_pct] -clock clk0 $non_clock_inputs
set_output_delay [expr $clk_period * $clk_io_pct] -clock clk0 [all_outputs]
File: design/flow/design.v
`timescale 1ns / 1ps
module blink(
		input wire clk,
		input wire rst,
		output wire led
	);
	reg [26:0] counter;
	assign led = counter[26];
	always @(posedge clk)
	begin
		if (!rst) begin
			counter <= 0;
		end else begin
			counter <= counter + 1'b1;
		end
	end
endmodule
File: design/flow/run.sh
#!/bin/bash
# OpenROAD 26Q1-2900-gdf79404cd8, Yosys 0.63+post, stock flow scripts
make -C /OpenROAD-flow-scripts/flow DESIGN_CONFIG=/design/flow/config.mk WORK_HOME=/design/flow/orfs finish
==> results.yml <==
# flow metrics
place:
  dp_slack_ps: 2820
  gp_congestion: 0.730
  dpl.hpwl_um: 1430
  portBuffers: 2
  dp_cells: 232
layout:
  reg_top3: "counter: 27 flops"
  regMostFlops: "counter"
  final_core_util_pct: 20.3
  fillers: 784
  drive_gt1_share_pct: 7.86
  largest_reg_flops: 27
  synthToLayoutAreaGrowth_pct: 12.2
  finalNonFillerCells: 236
logic_synthesis:
  netlist_area_um2: 1250
  synthCells: 139
  async_flop_share_pct: 0
  synth_top_cell_by_count: "dfxtp_1"
  synth-edff-count: 0
  ys_seq_share_pct: 43.3
  yosys_area_um2: 1250
  synth_cell_types: 32
  ys_cells: 139
  ys_top_cells_by_count: "dfxtp_1, a21oi_1, nor2_1"
  yosysTopAreaCell: "dfxtp_1"
  synth-warning-count: 1
  postSynth.topFlopCell: "dfxtp_1"
  syn_area_per_cell_um2: 8.97
  synth-seq-cells: 27
  top_cell_area_share_pct: 43.3
  top_cells_by_area: "dfxtp_1, or4_1, xnor2_1"
cts:
  cts_buffer_depth: 2
  numCtsBuffers: 3
  postCtsSetupRepairBufs: 0
  hold_buffers: 0
  post_cts_resized: 0
  h-tree-depth: 1
  cts_sinks: 27
  cts.reportedPaths.clkPinSlew_ps: 90
  cts_tree: "yes"
  worstSkewPairLatency_ps: 270
  cts_root_buffer: "clkbuf_8"
pwr:
  p_per_area_nw_per_um2: 224
  finalPower_mw: 0.314
  ir_drop_mv: 0.0982
  leakagePower_nw: 0.384
routing:
  num_vias: 963
  drc: 0
  antenna_cells_inserted: 0
  viasPerCell: 4.08
  firstDrtPassIters: 4
  drt-total-wl_um: 2220
  drt_iter0_drc: 48
  antenna_left: 0
  wl_per_cell_um: 9.40
floorplan:
  ios: 3
  core_area_um2: 6910
  die_w_um: 105
  fp.dieH_um: 105
  dieArea_um2: 11000
  initCoreUtil_pct: 18.1
  row_count: 30
sta:
  final.setup.tns_ps: 0
  max_slew_margin_pct: 47.7
  fin_crit_sh_pct: 44.5
  fmax_mhz: 402
  hold_violations: 0
  worstMarginPinSlew_ps: 784
  fin_crit_ps: 2490
  postLayoutSetupSlackWorst_ps: 3110
  setup_viol: 0
  rsz0062_at_grt: "false"
  fin_skew_ps: 9.97
  finalMaxSlewViolations: 0
run:
  tool_warnings: 25
  maxCapViolCount: 0
worst_setup_path:
  worstSetupEndpointType: "flip-flop"
  cp-start-kind: "primary input"
  crit_fanout: 25
  crit_start: "rst"
  critPathRequiredTime_ps: 5820
  timing.rr.start: "counter[1]$_SDFF_PN0_"
  worst_ep_arrival_time_ps: 2710
  critPathKind: "primary input to flip-flop"
global_route:
  antenna_found_initial: 0
  grt_max_degree: 26
  grtUsageTotal_pct: 3.92
  grt_pass1_wl_um: 3820
  grt_pass1_vias: 875
  grt-ovfl-total: 0
status:
  status: "completed"
worst_hold_path:
  min-delay-start: "counter[0]$_SDFF_PN0_"
  hp-class: "flip-flop to flip-flop"
-- where the power goes --
group	internal, mW	total (mW)	switching [mW]
sequential	0.194	0.196	0.00198
clock	0.0499	0.111	0.0608
combinational	0.00252	0.00753	0.00501
-- metal layers --
metal  GRT usage [%]  vias up  part of all wire (%)
met5               0        -                     0
met4           0.490        0                   1.6
met3           0.994        2                   3.0
met2            6.45        5                    43
met1            5.22      437                    52
li1                -      519                     -
-- final timing paths --
path,end,slack [ps],cells past startpoint
max reg2reg,counter[24]$_SDFF_PN0_,3510,5
max,counter[13]$_SDFF_PN0_,3110,4
min reg2reg,counter[0]$_SDFF_PN0_,460,1
min,counter[0]$_SDFF_PN0_,460,1
-- cells by family (layout without fill, tap and decap cells) --
family                   count (synthesis)  count (layout)  share of synthesized area (%)
AND/OR/NAND/NOR                         61              61                           29.9
AND-OR/OR-AND                           29              29                           14.2
flip-flops                              27              27                           43.3
buffers and inverters                   11              12                           4.51
XOR/XNOR                                10              10                           7.02
adder cells (fa/ha/maj)                  1               1                           1.00
-- cells in the final DEF, fill, tap and decap left out, types with 3 or more instances in the layout --
master and n:
o31ai_1 9, a21oi_1 13, xnor2_1 8, nand2_1 9, inv_1 6, dfxtp_1 27, or4_1 10, nor2_1 12
nand4_1 3, or3_1 3, nor4_1 3, clkbuf_8 3, nand3_1 6
-- critical path, stage by stage --
cell	delay, ps
clkdlybuf4s50_1	540
inv_1	370
or4_1	610
nand2_1	70
-- through the flow --
stage                     hold slack (ps)  area (um2)
after CTS                             469        1400
after detailed placement              450        1350
after global routing                  487        1400
after floorplan                       430        1250
after global placement                441        1350
final                                 464        1400
-- layout make-up --
type | instances | area (um2) | share of cell area, %
multi-input cells | 101 | 651 | 46.5
inverters | 6 | 22.5 | 1.61
clock buffers | 3 | 41.3 | 2.95
repair buffers | 2 | 20.0 | 1.43
clock inverters | 1 | 5.00 | 0.357
flip-flops and latches | 27 | 541 | 38.6
well taps | 96 | 120 | 8.58
No activity file was given, so power comes from the tool's default toggle rates.
